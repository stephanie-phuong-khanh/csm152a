<file path="design/flow/config.mk">
export PLATFORM = sky130hd
export DESIGN_NAME = vending_machine
export DESIGN_NICKNAME = vending_machine
export VERILOG_FILES = /design/flow/design.v
export SDC_FILE = /design/flow/constraint.sdc
export NUM_CORES = 4
export LEC_CHECK = 1
export CORE_UTILIZATION = 50
</file>
<file path="design/flow/constraint.sdc">
current_design vending_machine

set clk_period 4.0
set clk_io_pct 0.2

create_clock -name clk0 -period $clk_period [get_ports {CLK}]

set non_clock_inputs [all_inputs -no_clocks]
set_input_delay [expr $clk_period * $clk_io_pct] -clock clk0 $non_clock_inputs
set_output_delay [expr $clk_period * $clk_io_pct] -clock clk0 [all_outputs]
</file>
<file path="design/flow/design.v">
`timescale 1ns / 1ps
module vending_machine(
    input CLK, 
    input RESET, 
    input RELOAD, 
    input CARD_IN,
    input [3:0] ITEM_CODE,
    input KEY_PRESS,
    input VALID_TRAN,
    input DOOR_OPEN,
    output reg VEND,
    output reg INVALID_SEL,
    output reg [2:0] COST,
    output reg FAILED_TRAN
);
parameter IDLE = 4'b0000;
parameter RELOADING = 4'b0001;
parameter AWAIT_KEY_1 = 4'b0010;
parameter AWAIT_KEY_2 = 4'b0011;
parameter INVALID_SELECTION = 4'b0100;
parameter AWAIT_VALID_TRAN = 4'b0101;
parameter FAILURE = 4'b0110;
parameter VENDING = 4'b0111;
parameter DOOR_OPENED = 4'b1000;
reg [3:0] snack_counters [19:0];
reg [3:0] snack_counters_next [19:0];
reg [3:0] digits_tens;
reg [4:0] selection_digits;
reg [2:0] count_to_five;
reg [3:0] current_state;
reg [3:0] next_state;
reg hold;
integer i;
always @ (posedge CLK)
begin
    if (RESET) begin
        current_state <= IDLE;
        for (i = 0; i < 20; i = i+1) begin
            snack_counters[i] = 0;
        end
    end else begin
        if (current_state == next_state
            && (current_state == AWAIT_KEY_1 
                || current_state == AWAIT_KEY_2 
                || current_state == AWAIT_VALID_TRAN
                || current_state == VENDING && !DOOR_OPEN
                ))
            count_to_five = count_to_five + 1'b1;
        else 
            count_to_five = 0;
        current_state <= next_state;
        for (i = 0; i < 20; i = i+1) begin
            snack_counters[i] = snack_counters_next[i];
        end
    end
end
always @(*) 
begin
    case (current_state)
        IDLE: begin
            if (CARD_IN) next_state = AWAIT_KEY_1;
            else if (RELOAD) next_state = RELOADING;
            else next_state = IDLE;
        end
        RELOADING: begin
            if (RELOAD) next_state = RELOADING;
            else next_state = IDLE;
        end
        AWAIT_KEY_1: begin
            if (count_to_five >= 4) begin
                next_state = IDLE;
            end
            if (KEY_PRESS) begin
                digits_tens = ITEM_CODE;
                hold = 0;
                next_state = AWAIT_KEY_2;
            end else if (next_state == AWAIT_KEY_2)
                hold = 1;
        end
        AWAIT_KEY_2: begin
            if (count_to_five >= 4) begin
                next_state = IDLE;
            end
            if (!KEY_PRESS)
                hold = 1;
            else if (KEY_PRESS && hold) begin
                if ((digits_tens == 0 || digits_tens == 1) 
                    && (0 <= ITEM_CODE && ITEM_CODE <= 9)
                    && snack_counters[(digits_tens * 10) + ITEM_CODE] > 0) begin
                        next_state = AWAIT_VALID_TRAN;
                        selection_digits = (10 * digits_tens) + ITEM_CODE;
                    end
                else
                    next_state = INVALID_SELECTION;
            end
        end
        INVALID_SELECTION:
            next_state = IDLE;
        AWAIT_VALID_TRAN: begin
            if (count_to_five >= 4) begin
                next_state = FAILURE;
            end else if (VALID_TRAN) begin
                next_state = VENDING;
            end else begin
                next_state = AWAIT_VALID_TRAN;
            end
        end
        FAILURE:
            next_state = IDLE;
        VENDING: begin
            if (DOOR_OPEN) begin
                next_state = DOOR_OPENED;
            end else if (count_to_five >= 4) begin
                next_state = IDLE;
            end else 
                next_state = VENDING;
        end
        DOOR_OPENED: begin
            if (DOOR_OPEN) begin
                next_state = DOOR_OPENED;
            end else begin
                next_state = IDLE;
            end
        end
    endcase
end
always @(*)
begin
    if (RESET) begin
        for (i = 0; i < 20; i = i+1)
            snack_counters_next[i] = 0;
    end
    VEND = 0;
    INVALID_SEL = 0;
    COST = 0;
    FAILED_TRAN = 0;
    case (current_state)
        RELOADING: begin
            for (i = 0; i < 20; i = i+1)
                snack_counters_next[i] = 10;  
        end
        INVALID_SELECTION:
            INVALID_SEL = 1;
        AWAIT_VALID_TRAN: begin
            if (0 <= selection_digits && selection_digits <= 3) COST = 1;
            else if (4 <= selection_digits && selection_digits <= 7) COST = 2;
            else if (8 <= selection_digits && selection_digits <= 11) COST = 3;
            else if (12 <= selection_digits && selection_digits <= 15) COST = 4;
            else if (16 <= selection_digits && selection_digits <= 17) COST = 5;
            else if (18 <= selection_digits && selection_digits <= 19) COST = 6;
            else COST = 0;
        end
        FAILURE:
            FAILED_TRAN = 1;
        VENDING: begin
            snack_counters_next[selection_digits] = snack_counters_next[selection_digits] - 1;
            VEND = 1;
        end
        DOOR_OPENED: 
            VEND = 0;
        default: begin
            VEND = 0;
            INVALID_SEL = 0;
            COST = 0;
            FAILED_TRAN = 0;
        end
    endcase
end
endmodule
</file>
<file path="design/flow/run.sh">
#!/bin/bash
# OpenROAD 26Q1-2900-gdf79404cd8, Yosys 0.63+post, stock flow scripts
make -C /OpenROAD-flow-scripts/flow DESIGN_CONFIG=/design/flow/config.mk WORK_HOME=/design/flow/orfs finish
</file>
==> flow_summary.json <==
{
  "postLayoutCellArea_um2": 7910,
  "grt_pass1_wl_um": 36000,
  "slew_viol_final": 0,
  "cts_tree": "done",
  "ant_nets": 0,
  "io_pins": 17,
  "initCoreUtil": 0.510,
  "cts_resized": 0,
  "die-height_um": 123,
  "instance_area_at_placement_um2": 7610,
  "synthesis.yosys.warnings": 193,
  "route.antenna.diode_count": 0,
  "post-layout-total-power_mw": 2.46,
  "worstMarginPinSlew_ns": 1.09,
  "cts-root-buf": "clkbuf_16",
  "drt-wirelength-per-cell_um": 22.6,
  "number_of_register_pins_that_no_clock_reaches": 94,
  "synth_cell_type_count": 76,
  "number_of_vias_in_the_routed_layout": 6590,
  "setup_total_negative_slack_ns": 0,
  "finalClockSkew_ns": 0.000417,
  "ctsHtreeMaxLevel": 3,
  "leakage_nw": 3.04,
  "rows": 44,
  "power-per-cell-area_nw_per_um2": 310,
  "synth.top_cell.area_share": 0.228,
  "run_status": "complete, no violations",
  "async_flop_share": 0,
  "edf_count": 3,
  "timing.hold.worst.class": "flop to flop",
  "gp_routability_congestion": 0.986,
  "post-dp-hpwl_um": 17100,
  "synthToLayoutAreaGrowth_pct": 7.19,
  "avgViaCountPerCell": 6.18,
  "yosys.area.top_type": "dfxtp_1",
  "grt_antenna_before_repair": 0,
  "cp_data_required_time_ns": 3.20,
  "synth.cell_area_um2": 7380,
  "endpoint_kind": "output port",
  "path_clk_slew_ns": 0.06,
  "fmax_mhz": 318,
  "synthTopCellsByCount": "nand2_1, dlxtn_1, dfxtp_1",
  "totalWireLength_um": 24100,
  "drive_above_1_share": 0.0601,
  "width_of_the_die_um": 123,
  "slew_headroom": 0.261,
  "setup.worst_path.class": "flop to output port",
  "flop_cell": "dlxtn_1",
  "placeable_area_um2": 14500,
  "period_minus_slack_ns": 3.15,
  "place.port_buffers": 16,
  "worst_ep_arrival_time_ns": 2.35,
  "cts_hold_repair.buffers": 0,
  "worst-path-max-fanout": 15,
  "clock_buffer_count_from_cts": 9,
  "drc_violation_total_after_the_first_tritonroute_iteration": 573,
  "ys_area_um2": 7380,
  "yosys.cell_count.top_type": "nand2_1",
  "grt-ovfl-total": 0,
  "synthTopCellsByArea": "dfxtp_1, dlxtn_1, nor2b_1",
  "clock_tree.buffer_depth": 2,
  "post_route_drc_violation_count": 0,
  "die-area_um2": 15200,
  "finalCoreUtilization": 0.546,
  "synthesis.area_per_instance_um2": 8.26,
  "report.final.hold_viol_count": 0,
  "grt_resource_usage_total": 0.337,
  "drv_cap": 0,
  "post-cts-setup-buffer-count": 0,
  "startpoint_type": "flop",
  "untimed_endpoints": 94,
  "unrepaired_setup_endpoints_after_global_routing": "false",
  "grt_max_degree": 57,
  "synth.yosys.num_cells": 893,
  "drt_pass1_iterations": 5,
  "fill_cell_count": 1319,
  "setup-violations-final": 0,
  "ir_worst_vdd_v": 0.000201,
  "clk_latency_ns": 0.35,
  "finalClockPeriodUsage": 0.787,
  "post_synth_inst_count": 893,
  "synth_flops": 181,
  "vias_in_the_first_global_route": 6088,
  "warnings": 25
}
## area by class of cell
class                           instances  area, um2  area share
Multi-Input combinational cell        631       3830       0.485
Sequential cell                       181       3180       0.402
Timing Repair Buffer                   33        283      0.0357
Tap cell                              184        230      0.0291
Inverter                               21       78.8     0.00997
Clock inverter                          5       57.6     0.00728
Clock buffer                           11        243      0.0307
## routing by layer
metal / global-route usage / routed length, um / up-vias
li1: - / - / 3123
met1: 0.499 / 10300 / 3091
met2: 0.499 / 10600 / 323
met3: 0.0871 / 2340 / 53
met4: 0.0949 / 828 / 0
met5: 0 / 0 / -
## layout by cell type, fill, tap and decap left out, types with 4 or more instances in the layout
cell type,instances
buf_4,17
inv_1,20
clkbuf_16,9
mux2i_1,7
a31oi_1,5
xor2_1,5
o21ai_0,69
o311ai_0,4
a22oi_1,12
dlxtn_1,94
ha_1,6
nor3_1,19
nand2_1,100
nor2_1,41
dfxtp_1,84
a22o_1,6
xnor2_1,23
clkdlybuf4s50_1,15
a21oi_1,35
nand4_1,21
mux2_2,6
o31ai_1,4
or3_1,17
nor4_1,6
nand3_1,37
nand3b_1,11
o211ai_1,27
nand2b_1,14
o22ai_1,12
nor3b_1,6
nor2b_1,79
## cells by family after synthesis
group	count (synthesis)	share of synthesized area
AND/OR/NAND/NOR	377	0.273
AND-OR/OR-AND	206	0.180
latches	94	0.191
flip-flops	87	0.240
buffers and inverters	81	0.0515
XOR/XNOR	28	0.0332
multiplexers	13	0.0187
adder cells (fa/ha/maj)	7	0.0129
## power breakdown
| part | switching, mW | internal (mW) |
|---|---|---|
| registers | 0.0553 | 0.933 |
| logic | 0.426 | 0.169 |
| clock network | 0.371 | 0.502 |
| total | 0.852 | 1.60 |
## flip-flops by register name (all words and copies together), names as in the netlist
name                 count
count_to_five            3
next_state               4
current_state            4
hold                     1
selection_digits         5
snack_counters_next     80
snack_counters          80
digits_tens              4
## worst paths after layout
path | from | end | slack [ns] | cells past startpoint
worst min-delay path | count_to_five[0] | count_to_five[0] | 0.57 | 1
worst max-delay path | current_state[0] | COST[0] | 0.85 | 4
worst min register to register | count_to_five[0] | count_to_five[0] | 0.57 | 1
worst max register to register | current_state[3] | count_to_five[2] | 2.14 | 6
## critical path, stage by stage (launching register included)
cell and delay, ns:
dfxtp_1 0.62, nor2b_1 0.25, nand2_1 0.27, nor3b_1 0.33, clkdlybuf4s50_1 0.52
## stage by stage
stage               setup slack, ns  hold WS (ns)  instances
detailed placement             1.31         0.567       1050
global placement               1.39         0.552       1050
global route                  0.747         0.613       1066
CTS                           0.887         0.576       1066
finish                        0.852         0.571       1066
floorplan                      1.50         0.538        893
Power figures rest on the tool's default switching activity, not on a simulated workload.
