## flow/config.mk

```make
export PLATFORM = sky130hd
export DESIGN_NAME = FPCVT
export DESIGN_NICKNAME = FPCVT
export VERILOG_FILES = /design/flow/design.v
export SDC_FILE = /design/flow/constraint.sdc
export NUM_CORES = 4
export LEC_CHECK = 1
export CORE_AREA = 10 10 80 80
export DIE_AREA = 0 0 90 90
```

## flow/constraint.sdc

```tcl
current_design FPCVT

set clk_period 7.5
set clk_io_pct 0.2

create_clock -name clk0 -period $clk_period

set non_clock_inputs [all_inputs -no_clocks]
set_input_delay [expr $clk_period * $clk_io_pct] -clock clk0 $non_clock_inputs
set_output_delay [expr $clk_period * $clk_io_pct] -clock clk0 [all_outputs]
```

## flow/design.v

```verilog
`timescale 1ns / 1ps
module FPCVT(D, S, E, F);
    input wire [12:0] D;
    output reg S; 
    output reg [2:0] E;
    output reg [4:0] F;
    reg [12:0] sign_magnitude;
    reg round_bit;  
    always @* 
    begin
        S = D[12];   
        if (S == 1'b0)  
            sign_magnitude[12:0] = D[12:0];
        else if (D[12:0] == 13'b1000000000000)
            sign_magnitude[12:0] = 13'b1111111111111;
        else  
            sign_magnitude[12:0] = ~D[12:0] + 1'b1;
        E[2:0] = 3'b111;
        F[4:0] = 5'b11111;
        round_bit = 1'b0; 
        if (sign_magnitude[12:5] == 8'b00000000)
            begin
                E[2:0] = 3'b000;
                F[4:0] = sign_magnitude[4:0];
                round_bit = 1'b0;
            end
        else if (sign_magnitude[12:6] == 7'b0000000) 
            begin
                E[2:0] = 3'b001;
                F[4:0] = sign_magnitude[5:1];
                round_bit = sign_magnitude[0];
            end
        else if (sign_magnitude[12:7] == 6'b000000) 
            begin
                E[2:0] = 3'b010;
                F[4:0] = sign_magnitude[6:2];
                round_bit = sign_magnitude[1];
            end
        else if (sign_magnitude[12:8] == 5'b00000) 
            begin
                E[2:0] = 3'b011;
                F[4:0] = sign_magnitude[7:3];
                round_bit = sign_magnitude[2];
            end
        else if (sign_magnitude[12:9] == 4'b0000) 
            begin
                E[2:0] = 3'b100;
                F[4:0] = sign_magnitude[8:4];
                round_bit = sign_magnitude[3];
            end
        else if (sign_magnitude[12:10] == 3'b000)
            begin
                E[2:0] = 3'b101;
                F[4:0] = sign_magnitude[9:5];
                round_bit = sign_magnitude[4];
            end
        else if (sign_magnitude[12:11] == 2'b00)
            begin
                E[2:0] = 3'b110;
                F[4:0] = sign_magnitude[10:6];
                round_bit = sign_magnitude[5];
            end
        else if (sign_magnitude[12] == 1'b0)
            begin
                E[2:0] = 3'b111;
                F[4:0] = sign_magnitude[11:7];
                round_bit = sign_magnitude[6];
            end
        if (round_bit == 1'b1)   
        begin
            if (F[4:0] == 5'b11111)  
            begin
                if (E[2:0] == 3'b111)  
                    begin
                        F[4:0] = 5'b11111;
                        E[2:0] = 3'b111;
                    end
                else  
                    begin
                        F[4:0] = 5'b10000;
                        E[2:0] = E[2:0] + 1'b1;
                    end
            end
            else
                F[4:0] = F[4:0] + 1'b1;
                E[2:0] = E[2:0];
        end
        else  
            F[4:0] = F[4:0]; 
            E[2:0] = E[2:0];   
    end
endmodule
```

## flow/run.sh

```bash
#!/bin/bash
# OpenROAD 26Q1-2900-gdf79404cd8, Yosys 0.63+post, stock flow scripts
make -C /OpenROAD-flow-scripts/flow DESIGN_CONFIG=/design/flow/config.mk WORK_HOME=/design/flow/orfs finish
```

==> impl_metrics.csv <==
group,metric,value,unit
routing,wirelength,3.79,mm
cells_and_area,stdcell_count,259,
min_path,hold_path.class,"in -> out",
global_route,grt_max_degree,16,
die,dieHeight,90,um
run,cap_violations,0,
worst_setup_path,critPathMaxFanout,7,
sta,slew_headroom,68.5,%
routing,detail-route-antenna-nets,0,
routing,wl_per_cell,14.6,um
place,place.port_buffers,22,
power,pwr-share-comb,100.0,%
worst_setup_path,critPathArrivalTime,5720,ps
synthesis,yosysSeqAreaShare,0,%
routing,vias_per_cell,5.60,
power,powerDensity,74.9,nW/um^2
die,fp_util,26.3,%
run,warnings,32,
status,outcome,"complete, no violations",
cells_and_area,mostFrequentLayoutCells,"22 x clkdlybuf4s50_1, 21 x nor2_1, 11 x nand2_1",
synthesis,ys_cells,171,
power,p_seq_share,0,%
worst_setup_path,crit_type,"in -> out",
sta,finalMaxSlewViolations,0,
sta,post-route-period-util,96.2,%
routing,drt_iter0_markers,106,
cells_and_area,nClkBuffers,0,
synthesis,ys.warnings.count,1,
routing,antenna_cells,0,
power,p_leak,0.521,nW
power,power_switching,0.0632,mW
die,ios,22,
sta,min_period,7220,ps
die,std_cell_rows,25,
synthesis,yosys_area,1240,um^2
worst_setup_path,critPathRequiredTime,6000,ps
die,die_w,90,um
cells_and_area,fill_cells,500,
synthesis,syn_area_per_cell,7.27,um^2
worst_setup_path,crit_path_end_kind,"output pin",
cells_and_area,lay_top_count,"clkdlybuf4s50_1",
cells_and_area,final-seq-area,0,um^2
synthesis,synth_cell_types,70,
routing,remaining_drc_errors,0,
power,sw_frac_of_total,53.0,%
power,cell_internal_pwr,0.0560,mW
sta,timing.fmax,0.139,GHz
cells_and_area,drive_above_1_share,21.4,%
place,gp_congestion,0.913,
die,die_area,8100,um^2
global_route,antenna_found_initial,0,
routing,drtPass1Iterations,4,
die,core-area,4720,um^2
synthesis,netlist_area,1240,um^2
cells_and_area,seq_cell_count,0,
global_route,grt.overflow.total,0,
global_route,grt_pass1_vias,1426,
power,peakVddDrop,14.6,uV
power,total_power,0.119,mW
global_route,grtUsageTotal,9.22,%
cells_and_area,syn2layout_area_growth,28.0,%
cells_and_area,final_core_util,33.7,%
routing,vias,1451,
place,dp.cells,258,
sta,hold_viol,0,
synthesis,netlist_instances,171,
sta,finalSetupViolCount,0,
place,hpwl,3.07,mm
clock_network,holdBufCountCts,0,
power,clockPowerShare,0,%
sta,worst_pin_slew,471,ps
global_route,grt_first_pass_wirelength,6.70,mm
worst_setup_path,startpoint_type,"primary input",
## cells in the mapped netlist, drive strengths merged, types with 4 or more instances
master	n	area share [%]
a21oi	9	3.6
buf	7	3.6
or3	6	3.4
xor2	6	4.2
nand2b	4	2.0
o211ai	4	2.4
o22ai	4	2.5
nor2	21	6.3
a31oi	4	2.0
a21o	4	2.4
or2	7	3.7
nand3	4	2.0
nor3	7	3.6
nand2	11	3.3
o21ai	11	5.3
inv	5	1.5
## final cells by class
class	instances	area, um^2	share of cell area (%)
inverters	5	18.8	1.18
repair buffers	30	280	17.6
well taps	67	83.8	5.27
multi-input cells	157	1210	75.9
## power by group through the flow
stage	clock network (mW)	logic [mW]	registers (mW)
final	0	0.119	0
after CTS	0	0.115	0
after global routing	0	0.133	0
## critical path, cell delays in order
cell and delay, ps:
clkdlybuf4s50_1 410, inv_1 150, ha_1 230, or4b_1 480, o311a_1 380, a311o_2 470
o221a_2 330, o22ai_1 240, o2bb2ai_4 180, ha_1 210, o21ai_1 110, nor2_1 260
mux2_1 350, clkdlybuf4s50_1 400
## through the flow
step	worst slack, ps	hold slack (ps)	setup TNS [ps]	area, um^2
after floorplan	1350	3070	0	1240
after global placement	243	4110	0	1550
after detailed placement	219	4100	0	1550
after CTS	208	4110	0	1550
after global routing	-4.30	4170	-4.30	1590
final	282	4100	0	1590
## cells by family after synthesis
kind of cell,Yosys count,share of synthesized area [%]
simple gates,77,35.4
compound gates,65,46.7
mux,3,2.62
fa+ha+maj,3,3.02
buf+inv,14,5.84
xor+xnor,9,6.34
## metal layers
layer  track usage, %  wire length [um]  part of all wire (%)
met1             12.1              1710                    45
met2             16.5              1850                    49
met3            0.922               219                   5.8
met4            0.796                14                  0.37
met5                0                 0                     0
## worst paths after layout
kind                  start  endpoint  cells past startpoint
worst max-delay path   D[0]      E[0]                     14
worst min-delay path  D[12]         S                      2
## repair_timing
action,4_1_cts,5_1_grt
endpoints found under the hold margin,0,0
resized,0,8
buffers inserted,0,1
setup endpoints to repair,0,5
Power and IR drop assume default switching activity.
