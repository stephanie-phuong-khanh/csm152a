### flow/config.mk
export PLATFORM = sky130hd
export DESIGN_NAME = parking_meter
export DESIGN_NICKNAME = parking_meter
export VERILOG_FILES = /design/flow/design.v
export SDC_FILE = /design/flow/constraint.sdc
export NUM_CORES = 4
export LEC_CHECK = 1
export CORE_UTILIZATION = 30
### flow/constraint.sdc
current_design parking_meter

set clk_period 14.9
set clk_io_pct 0.2

create_clock -name clk0 -period $clk_period [get_ports {clk}]

set non_clock_inputs [all_inputs -no_clocks]
set_input_delay [expr $clk_period * $clk_io_pct] -clock clk0 $non_clock_inputs
set_output_delay [expr $clk_period * $clk_io_pct] -clock clk0 [all_outputs]
### flow/design.v
`timescale 1ns / 1ps
module parking_meter(
    input add1,  
    input add2,  
    input add3,  
    input add4,  
    input rst1,  
    input rst2,  
    input clk,   
    input rst,   
    output reg [6:0] led_seg,  
    output reg a1,
    output reg a2,
    output reg a3,
    output reg a4,
    output reg [3:0] val1,
    output reg [3:0] val2,
    output reg [3:0] val3,
    output reg [3:0] val4
    );
    parameter ZERO = 2'b00;      
    parameter LT_180 = 2'b01;    
    parameter GTE_180 = 2'b10;   
    reg [2:0] current_state;
    reg [2:0] next_state;
    reg [13:0] tm;  
    reg [6:0] count_100;  
    reg [1:0] digit_idx;  
    reg display_on;  
    always @ (posedge clk)
    begin
        if (rst) begin
			current_state <= ZERO;
        end else begin
            current_state <= next_state;
		end
    end
    always @ (*)
    begin
        if (tm == 0)
            next_state = ZERO;
        else if (tm < 180)
            next_state = LT_180;
        else 
            next_state = GTE_180;
    end
    always @ (posedge clk)
    begin
        if (rst) begin
            tm <= 0;
            count_100 <= 0;
            display_on <= 0;
            digit_idx <= 0;
        end else if (add1) begin
            if (tm + 60 < 9999)
                tm <= tm + 60;
            else 
                tm <= 9999;
        end else if (add2) begin
            if (tm + 120 < 9999) 
                tm <= tm + 120;
            else 
                tm <= 9999;
        end else if (add3) begin
            if (tm + 180 < 9999) 
                tm <= tm + 180;
            else 
                tm <= 9999;
        end else if (add4) begin
            if (tm + 300 < 9999) 
                tm <= tm + 300;
            else 
                tm <= 9999;
        end else if (rst1) begin
            tm <= 16;
        end else if (rst2) begin
            tm <= 150;
        end else begin
            if (count_100 == 100) begin
                count_100 <= 0;
                if (tm > 0) tm <= tm - 1;
                else tm <= tm;
            end else begin
                count_100 <= count_100 + 1;
            end
        end
        if (current_state == ZERO) begin    
            if (count_100 <= 12)
                digit_idx <= 0;
            else if (count_100 <= 25)
                digit_idx <= 1;
            else if (count_100 <= 37)
                digit_idx <= 2;
            else if (count_100 <= 50)
                digit_idx <= 3;
            else 
                digit_idx <= 0;
        end
        else begin  
            if (count_100 <= 25)
                digit_idx <= 0;
            else if (count_100 <= 50)
                digit_idx <= 1;
            else if (count_100 <= 75)
                digit_idx <= 2;
            else 
                digit_idx <= 3;            
        end
        if (current_state == ZERO) begin
            if (count_100 <= 50)
                display_on <= 1;
            else 
                display_on <= 0;
        end else if (current_state == LT_180) begin
            if (tm % 2 == 0)
                display_on <= 1;
            else 
                display_on <= 0;
        end else begin  
            display_on <= 1;
        end
    end
    always @(*)
    begin
        val1 <= tm % 10;
        val2 <= (tm / 10) % 10;
        val3 <= (tm / 100) % 10;
        val4 <= (tm / 1000) % 10;
        a1 <= 0;
        a2 <= 0;
        a3 <= 0;
        a4 <= 0;
        if (display_on) begin
            case (digit_idx)
                0:  begin
                    a1 <= 1;
                    led_seg <= illuminate(val1);
                end
                1:  begin
                    a2 <= 1;
                    led_seg <= illuminate(val2);
                end
                2:  begin
                    a3 <= 1;
                    led_seg <= illuminate(val3);
                end
                3:  begin
                    a4 <= 1;
                    led_seg <= illuminate(val4);
                end
                default: led_seg <= led_seg;
            endcase
        end else begin
            led_seg <= 7'b0000001;
        end
    end
    function [6:0] illuminate (input [3:0] digit);
    begin
        case (digit)
            1: illuminate = 7'b1001111;
            2: illuminate = 7'b0010010;
            3: illuminate = 7'b0000110;
            4: illuminate = 7'b1001100;
            5: illuminate = 7'b0100100;
            6: illuminate = 7'b0100000;
            7: illuminate = 7'b0001111;
            8: illuminate = 7'b0000000;
            9: illuminate = 7'b0000100;
            default: illuminate = 7'b0000001;  
        endcase
    end 
    endfunction
endmodule
### flow/run.sh
#!/bin/bash
# OpenROAD 26Q1-2900-gdf79404cd8, Yosys 0.63+post, stock flow scripts
make -C /OpenROAD-flow-scripts/flow DESIGN_CONFIG=/design/flow/config.mk WORK_HOME=/design/flow/orfs finish
==> metrics.yaml <==
worst_setup_path:
  crit_type: "reg -> out"
  reg2regPathDepth: 20
  ff2ff_setup_slack_ps: 10070
  startpoint_type: "register"
  crit_path_end_kind: "output port"
  slowest_stage: "or4_1"
  crit_arrival_ps: 11290
  cpPeakStageDelay_ps: 730
  cp.required_ps: 11920
  cp_max_fo: 16
floorplanning:
  fp_util_pct: 30.4
  die_y_um: 200
  placementRows: 72
  die_w_um: 200
  ioPinCount: 35
  chip_area_mm2: 0.0400
  core_mm2: 0.0386
timing:
  slew_viol_final: 0
  tightest_slew_ps: 846
  relSlewSlack_pct: 43.2
  setup_viol: 0
  finClkSkew_ps: 10.6
  fin_crit_sh_pct: 95.7
  fmax_mhz: 70.1
  fin_crit_ps: 14270
  setup_ws_ps: 634
  finalSetupTns_ps: 0
  rsz0062_at_grt: "yes"
  hold_viol_final: 0
grt:
  grt_pass1_vias: 12572
  grt_max_degree: 48
  antenna_found_initial: 0
  grt_first_pass_wirelength_mm: 67.9
  overflow: 0
  track_usage_pct: 21.3
flow_run:
  warnings: 58
  drv_cap: 0
logic_synthesis:
  synthCells: 1834
  synth_area_mm2: 0.0118
  synthTopCellsByArea: "nor2_1 6.7%, nand2_1 6.5%, o21ai_0 6.4%, a21oi_1 5.8%, ha_1 5.8%"
  yosysTopAreaCell: "nor2_1"
  ys_cells: 1834
  synth-async-reset-ratio_pct: 0
  edf_count: 0
  synth_dominant_cell_count: "nor2_1"
  ys_warn_count: 1
  synth_flops: 28
  avgSynthCellArea_um2: 6.41
  synthDominantCellAreaShare_pct: 6.68
  yosysSeqAreaShare_pct: 4.77
  synth_cell_types: 124
  flop_cell: "dfxtp_1"
  common_cells: "209 x nor2_1, 203 x nand2_1, 150 x o21ai_0, 137 x a21oi_1, 84 x nor3_1"
  yosys-stat-area_mm2: 0.0118
routing:
  viasPerCell: 6.09
  drc: 0
  wire_per_inst_um: 18.2
  wl_mm: 42.7
  vias: 14283
  dr.pass1.iters: 8
  drt_iter0_drc: 1289
  drtAntennaViolNets: 0
  insertedDiodeCount: 0
pwr:
  finalPower_mw: 2.57
  peakVddDrop_mv: 0.164
  p_comb_share_pct: 93.3
  p_seq_share_pct: 3.4
  p_leak_nw: 4.73
  p_switching_mw: 1.46
  p_int_mw: 1.11
  power_density_mw_per_mm2: 199
  power.share.clock_pct: 3.3
  switching_share_pct: 56.9
cts:
  root_buffer: "clkbuf_16"
  ctsHoldBuffers: 0
  clock_tree.buffer_depth: 2
  cts_made_buffers: 3
  h-tree-depth: 1
  cts_sinks: 28
  clk_pin_slew_ps: 80
  clk_latency_ps: 280
  cts_tree: "built"
placement:
  io_buffers: 34
  placed_cell_area_mm2: 0.0127
  pre_cts_ws_ps: 427
  hpwl_mm: 33.0
  gp_congestion: 1.01
run_status:
  status: "finished clean"
layout:
  layout-drive-gt1-share_pct: 8.98
  fin_area_mm2: 0.0129
  syn_to_final_growth_pct: 9.75
hold_path:
  hold_path.class: "reg -> reg"
  holdPathStages: 3
metrics by stage:
stage               hold slack (ps)  util, %  instances
global placement                499     32.8       2329
detailed placement              501     32.8       2329
floorplan                       481        -       1834
finish                          516     33.4       2344
global route                    557     33.4       2344
CTS                             522     33.1       2333
worst paths after layout:
check                   start         end
min reg2reg  current_state[2]  display_on
min          current_state[2]  display_on
max reg2reg             tm[8]      tm[12]
max                     tm[9]  led_seg[6]
flip-flops by register name, indices dropped and copies added, names as in the netlist:
register,flops
display_on,1
tm,14
current_state,2
count_100,7
digit_idx,4
layout by cell type (no fill, tap or decap), types with 29 or more instances in the layout:
cell type and instances:
clkdlybuf4s50_1 34, inv_1 65, buf_4 64, a211oi_1 36, a21oi_1 137, nand3_1 61, xnor2_1 73, nor3_1 84
o21ai_0 150, nor2_1 209, ha_1 54, a31oi_1 29, o22ai_1 31, nand2_1 203
final cells by class:
type                            count  area, um2
Clock buffer                        3       75.1
Tap cell                          518        648
Sequential cell                    28        563
Clock inverter                      1       30.0
Timing Repair Buffer               98        821
Inverter                           79        297
Multi-Input combinational cell   1617      10500
Fill cell                        4107      25800
critical path: cells and delay by family, from the launching register on:
family	cells	cell delay [ps]
AND-OR/OR-AND	17	4710
AND/OR/NAND/NOR	9	3370
buffers and inverters	4	1340
flip-flops	1	670
multiplexers	1	360
XOR/XNOR	1	250
adder cells (fa/ha/maj)	1	230
kinds of logic (layout without fill, tap and decap cells):
family / after synthesis / in the layout / synth area share, %
adder cells (fa/ha/maj): 61 / 61 / 6.35
AND-OR/OR-AND: 692 / 692 / 42.0
AND/OR/NAND/NOR: 740 / 740 / 30.5
XOR/XNOR: 92 / 92 / 7.10
flip-flops: 28 / 28 / 4.77
buffers and inverters: 189 / 181 / 6.43
multiplexers: 32 / 32 / 2.91
routing by layer:
metal / track usage (%) / vias to the layer above / routed length (um)
li1: - / 6927 / -
met1: 29.6 / 6626 / 18700
met2: 34.9 / 616 / 19600
met3: 1.41 / 114 / 2670
met4: 7.52 / 0 / 1750
met5: 0 / - / 0
power by group through the flow:
stage / Clock [mW] / Sequential [mW] / Combinational (mW)
4_1_cts: 0.0869 / 0.0868 / 2.33
5_1_grt: 0.0886 / 0.0877 / 2.65
6_report: 0.0849 / 0.0870 / 2.40
timing repair:
action / 4_1_cts / 5_1_grt
endpoints found under the setup margin: 0 / 7
setup buffers: 0 / 11
resized: 0 / 9
Power and IR drop assume default switching activity.
